==> design/flow/design.v <==
module timer  
#(parameter FINAL_VALUE=10)
(
  input clk, reset_n,
  output done
  );
localparam BITS = $clog2(FINAL_VALUE) + 1;
reg [BITS-1:0] Q;
always@(posedge clk, negedge reset_n)
begin
  if(~reset_n)
    Q <= 0;
  else if (~done)
   Q <= Q + 1;
 else
   Q <= Q;
end
assign done = (Q == FINAL_VALUE);
endmodule
module traffic_light_controller 
#(parameter TIMER_A_FINAL_VALUE = 60, TIMER_B_FINAL_VALUE = 50, FINAL_B_EXTRA_FINAL_VALUE = 10)
(
  input clk, reset_n,
  input sa, sb,
  output GA, RA, YA, GB, RB, YB
  );
  localparam str_A_green       = 3'b000,
             str_A_yellow      = 3'b001,
             str_B_green       = 3'b010,
             str_B_extra_time  = 3'b011,
             str_B_yellow      = 3'b100; 
  reg [2:0] state_reg, state_next;
  wire timerA_reset_n, timerB_reset_n, timerB_extra_reset_n;
  wire timerA_tick, timerB_tick, timerB_extra_tick;
  timer #(.FINAL_VALUE(TIMER_A_FINAL_VALUE)) timerA(
    .clk(clk),
    .reset_n(timerA_reset_n),
    .done(timerA_tick)
  );
  timer #(.FINAL_VALUE(TIMER_B_FINAL_VALUE)) timerB(
    .clk(clk),
    .reset_n(timerB_reset_n),
    .done(timerB_tick)
  );
  timer #(.FINAL_VALUE(FINAL_B_EXTRA_FINAL_VALUE)) timerB_extra(
    .clk(clk),
    .reset_n(timerB_extra_reset_n),
    .done(timerB_extra_tick)
  );
  always@(posedge clk, negedge reset_n)
  begin
    if(~reset_n)
      state_reg <= str_A_green;
    else
      state_reg <= state_next;
  end
  always@(*)
  begin
    case(state_reg)
      str_A_green: 
      begin
        if(~sb | ~timerA_tick)
          state_next = str_A_green;
        else 
          state_next = str_A_yellow;
      end
      str_A_yellow: 
      begin
        state_next = str_B_green;
      end
      str_B_green: 
      begin
        if(~timerB_tick)
          state_next = str_B_green;
        else if (~sa & sb)
          state_next = str_B_extra_time;
        else
          state_next = str_B_yellow;
      end
      str_B_extra_time:
        if(~timerB_extra_tick)
          state_next = str_B_extra_time;
        else
          state_next = str_B_yellow;
      str_B_yellow: 
        state_next = str_A_green;
      default: state_next = state_reg;
    endcase
  end
  assign timerA_reset_n =  reset_n & (state_reg == str_A_green);
  assign timerB_reset_n =  reset_n & (state_reg == str_B_green);
  assign timerB_extra_reset_n = reset_n & (state_reg == str_B_extra_time);
  assign GA = (state_reg == str_A_green); 
  assign YA = (state_reg == str_A_yellow);
  assign RA = (state_reg == str_B_green) | (state_reg == str_B_yellow) | (state_reg == str_B_extra_time);
  assign GB = (state_reg == str_B_green) | (state_reg == str_B_extra_time);
  assign YB = (state_reg == str_B_yellow);
  assign RB = (state_reg == str_A_green) | (state_reg == str_A_yellow);
endmodule
==> design/flow/run.sh <==
#!/bin/bash
# OpenROAD 26Q1-2900-gdf79404cd8, Yosys 0.63+post, stock flow scripts
make -C /OpenROAD-flow-scripts/flow DESIGN_CONFIG=/design/flow/config.mk WORK_HOME=/design/flow/orfs finish
==> design/flow/config.mk <==
export PLATFORM = sky130hd
export DESIGN_NAME = traffic_light_controller
export DESIGN_NICKNAME = traffic_light_controller
export VERILOG_FILES = /design/flow/design.v
export SDC_FILE = /design/flow/constraint.sdc
export NUM_CORES = 4
export LEC_CHECK = 1
export CORE_AREA = 10 10 86 86
export DIE_AREA = 0 0 96 96
==> design/flow/constraint.sdc <==
current_design traffic_light_controller

set clk_period 1.8
set clk_io_pct 0.2

create_clock -name clk0 -period $clk_period [get_ports {clk}]

set non_clock_inputs [all_inputs -no_clocks]
set_input_delay [expr $clk_period * $clk_io_pct] -clock clk0 $non_clock_inputs
set_output_delay [expr $clk_period * $clk_io_pct] -clock clk0 [all_outputs]
==> out/metrics.csv <==
stage,metric,value,unit
power,ir_drop,0.293,mV
timing,rsz0062_at_grt,false,
yosys,syn_inst,100,
clock_tree,cts_hold_repair.buffers,0,
clock_tree,cts_buffers,3,
clock_tree,clock_sinks,24,
flow_run,maxCapViolations,0,
detailed_routing,route.met2.wl,646,um
critical_path,cp.arrival,1.35,ns
yosys,yosysWarnings,4,
detailed_routing,ant_nets,0,
yosys,top_area_cell,dfrtp_1,
detailed_routing,drt_pass1_iterations,4,
floorplanning,fp-utilization,20.5,%
global_routing,antenna_found_initial,0,
timing,drv_slew,0,
timing,fin_tns_setup,0,ns
critical_path,required,1.44,ns
detailed_routing,wl_met1,1050,um
timing,timing.final.hold_violations,0,
final_layout,drive_above_1_share,13.8,%
yosys,avgSynthCellArea,11.3,um2
power,finalPower,0.915,mW
final_layout,area_growth,23.2,%
timing,max_freq,0.584,GHz
clock_tree,cts_tree,done,
detailed_routing,antenna_cells,0,
global_routing,grtUsageTotal,4.51,%
timing,slew_headroom,70.8,%
status,status,"finished, final reports clean",
final_layout,final-seq-area,602,um2
timing,worst_pin_slew,0.435,ns
yosys,ys_ff,24,
timing,period_needed,1.71,ns
yosys,ys_async_sr_fraction,100,%
detailed_routing,dr_wl_met3,137,um
final_layout,n_fill_cell,592,
yosys,synth_top_area_share,50.8,%
placement,gp_congestion,0.740,
timing,hold_ws,0.342,ns
flow_run,warnings,28,
timing,fin_crit_sh,95.1,%
placement,hpwl,1400,um
clock_tree,clk-insertion-delay-late,0.26,ns
timing,worst_slack,0.0884,ns
yosys,yosysUniqueCellTypes,29,
yosys,yosysCellCount,100,
critical_path,start_kind,flip-flop,
yosys,syn-cell-area,0.00113,mm2
critical_path,cp_slowest_cell,clkdlybuf4s50_1,
placement,place_ws,0.247,ns
placement,port_buffers,9,
critical_path,critPathCaptureType,output port,
yosys,synth-edff-count,0,
final_layout,stdcell_count,188,
global_routing,grt_start_max_net_pins,14,
placement,dp_cells,181,
detailed_routing,routed.top_layer,met4,
clock_tree,cts_root_buf,clkbuf_8,
detailed_routing,drtIter0Drc,30,
floorplanning,rows,27,
final_layout,top_regs,"timerA.Q: 7 flops, timerB.Q: 7 flops",
floorplanning,fp.coreArea,0.00554,mm2
detailed_routing,drc,0,
floorplanning,io_pins,10,
clock_tree,clkSlewWorstSetupHoldPaths,0.08,ns
floorplanning,dieHeight,96,um
floorplanning,dieArea,0.00922,mm2
clock_tree,htree_num_levels,1,
yosys,ff_type,dfrtp_1,
detailed_routing,wl_per_cell,9.97,um
detailed_routing,num_vias,715,
worst_hold_path,hp-class,flip-flop to asynchronous set/reset pin,
timing,finClkSkew,0.00434,ns
critical_path,cp_max_fo,3,
yosys,yosys_area,0.00113,mm2
global_routing,grt_remaining_overflow,0,
power,power_density,655,mW/mm2
yosys,topCellsByArea,"dfrtp_1 (51%), xnor2_1 (8.5%), ha_1 (6.6%)",
critical_path,critPathKind,flip-flop to output port,
clock_tree,clock_path_buffers,2,
critical_path,cp_cell_sequence,"or2_2, clkdlybuf4s50_1",
detailed_routing,totalWireLength,1880,um
detailed_routing,viasPerCell,3.80,
global_routing,grt_pass1_vias,739,
timing,setup_viol,0,
floorplanning,die_x,96,um
global_routing,grt_pass1_wl,3370,um
final_layout,mi_logic_area,502,um2
yosys,ys_seq_share,53.1,%
power,p_leak,0.638,nW
critical_path,slowest_delay,0.41,ns
==> timing repair <==
item                                    CTS  global route
endpoints found under the setup margin    1             2
pin swaps                                 1             1
gates resized                             0             2
endpoints found under the hold margin     0             0
buffers inserted                          3             0
==> synth_stat cells, types with 2 or more instances <==
cell,number
inv_1,8
xnor2_1,11
dfrtp_1,23
nand2_1,9
ha_1,6
o21ai_0,3
or2_2,2
xor2_1,3
nor2_1,5
and3_1,2
nand3_1,8
and2_1,3
==> power by group <==
group	switching (mW)	leakage (nW)	internal, mW
clock	0.166	0.0288	0.195
combinational	0.00801	0.298	0.00696
sequential	0	0.311	0.539
total	0.174	0.638	0.741
==> per-layer routing <==
layer  vias up  track usage (%)
met3         2             1.49
li1        363                -
met1       337             6.98
met2        13             5.89
met4         0             1.11
met5         -                0
==> placed cells by master (no fill, tap or decap), types with 2 or more instances in the layout <==
master	instances
clkbuf_8	4
nand3_1	8
dfrtp_1	23
xnor2_1	11
o21ai_0	3
buf_4	3
nor2_1	5
dlymetal6s2s_1	2
clkdlybuf4s50_1	7
and3_1	2
xor2_1	3
and2_1	3
ha_1	6
nand2_1	9
or2_2	2
inv_1	8
==> metrics by stage <==
| stage | cell area, um2 | util, % |
|---|---|---|
| after floorplan | 1130 | - |
| after global placement | 1310 | 23.7 |
| after detailed placement | 1310 | 23.7 |
| after CTS | 1390 | 25.1 |
| after global routing | 1400 | 25.2 |
| final | 1400 | 25.2 |
==> worst paths after layout <==
path / start / slack (ns) / cells after the start / endpoint
worst max-delay path: state_reg[2] / 0.09 / 2 / GB
worst min-delay path: state_reg[4] / 0.34 / 2 / timerB_extra.Q[0]
worst max register to register: timerA.Q[0] / 0.27 / 5 / timerA.Q[1]
worst min register to register: state_reg[4] / 0.34 / 2 / timerB_extra.Q[0]
max in group asynchronous: reset_n / 0.83 / 2 / timerB.Q[1]
min in group clk0: timerB.Q[6] / 0.46 / 1 / timerB.Q[6]
==> worst max-delay path: cells and delay by family (launching register included) <==
kind / cells / cell delay [ns]
buf+inv: 1 / 0.41
flops: 1 / 0.39
simple gates: 1 / 0.29
==> layout make-up <==
class	count	share of cell area, %
clock buffers	4	3.94
well taps	72	6.45
flip-flops and latches	24	43.1
inverters	8	2.15
multi-input cells	68	35.9
repair buffers	12	8.42
==> cell families after synthesis <==
logic type | after synthesis | synth area share (%)
fa+ha+maj | 6 | 6.62
flops | 24 | 53.1
buf+inv | 8 | 2.65
xor+xnor | 14 | 10.8
compound gates | 7 | 4.19
mux | 2 | 2.21
simple gates | 39 | 20.4
Power and IR drop assume default switching activity.
